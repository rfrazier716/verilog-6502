$ cat flow/config.mk
export PLATFORM = sky130hd
export DESIGN_NAME = alu
export DESIGN_NICKNAME = alu
export VERILOG_FILES = /design/flow/design.v
export SDC_FILE = /design/flow/constraint.sdc
export NUM_CORES = 4
export LEC_CHECK = 1
export CORE_AREA = 10 10 86 86
export DIE_AREA = 0 0 96 96
$ cat flow/constraint.sdc
current_design alu

set clk_period 6.6
set clk_io_pct 0.2

create_clock -name clk0 -period $clk_period

set non_clock_inputs [all_inputs -no_clocks]
set_input_delay [expr $clk_period * $clk_io_pct] -clock clk0 $non_clock_inputs
set_output_delay [expr $clk_period * $clk_io_pct] -clock clk0 [all_outputs]
$ cat flow/run.sh
#!/bin/bash
# OpenROAD 26Q1-2900-gdf79404cd8, Yosys 0.63+post, stock flow scripts
make -C /OpenROAD-flow-scripts/flow DESIGN_CONFIG=/design/flow/config.mk WORK_HOME=/design/flow/orfs finish
$ cat flow/design.v
`default_nettype none  
module alu(
    input wire ADD_en, AND_en, XOR_en, OR_en, SR_en,  
    input wire[7:0] A_in, B_in,  
    input wire Carry_in,  
	output wire OVFLW,
    output reg Carry_out,  
    output reg[7:0] C_out  
);
    always@(*)
        begin
            Carry_out = 0;
            if(SR_en) 
                {C_out, Carry_out} = {1'b0,A_in};
            else if(OR_en)
                C_out = A_in | B_in; 
            else if(XOR_en) 
                C_out = A_in ^ B_in; 
            else if(AND_en) 
                C_out = A_in & B_in;
            else if(ADD_en) 
                {Carry_out,C_out} = A_in + B_in + {7'b0, Carry_in};
            else C_out = 0; 
        end
        assign OVFLW = ( A_in[7] && B_in[7] && (!C_out[7])) || ((!A_in[7]) && (!B_in[7]) && C_out[7]); 
endmodule
==> reports/qor.txt <==
Gr usage total: 5.933%
Most frequent logic cell in the layout: clkdlybuf4s50_1
Yosys Warn Count: 1
Yosys Chip Area: 887.1 um2
Flops: 0
Core area: 0.005540 mm2
Worst Path Class, Setup: in -> out
Fin. Hold Viols: 0
Vias/cell: 4.102
Status: completed
FP Util: 16.01%
Largest delay contributor family on the critical path: buffers and inverters
1st-iter DRT viols: 93
Setup repair after global routing missed its margin: no
Static leakage: 0.5653 nW
Hold Slack: 3.607 ns
Max-slew violation count: 0
Die H: 96 um
Crit Path Max Fanout: 4
Tightest Pin Transition: 0.6612 ns
Ant diodes: 0
Remaining global-route overflow: 0
Largest net degree at the start of global routing: 20
Most frequent cells in the layout: 32 x clkdlybuf4s50_1, 20 x inv_1, 20 x a21oi_1
Post-Syn Area: 887.1 um2
Final wirelength: 2.733 mm
Dominant cell area share: 22.57%
Fmax: 0.1903 GHz
PD cells: 64.98 mW/mm2
First-pass GRT wire length: 4.595 mm
Clock buffers: 0
Vias in the first global route: 957
Vias post-DR: 968
Post-layout period usage: 79.61%
Critical path's slowest cell: clkdlybuf4s50_1
Tightest Hold Check Type: in -> out
Main area contributors: ha_1 23%, a21oi_1 11%, inv_1 8.5%
Number of port buffers: 32
Post-CTS setup buffers: 0
Arrival @ worst endpoint: 3.93 ns
Sequential Area: 0 um2
Post-Synthesis Cells: 139
Cell Type Count: 35
WL/cell: 11.58 um
Initial antenna violation count: 0
I/O Pins: 32
Gpl congestion: 0.8289
Register area share after synthesis: 0%
Max_slew headroom: 55.78%
DRT Pass-1 Iters: 4
Antenna-violating nets left: 0
Fillers: 634
Yosys stat cell total: 139
Largest stage delay on the critical path: 0.56 ns
Setup violations, final: 0
TNS Setup: 0 ns
Die Width: 96 um
Max-cap violations: 0
Site row count: 27
VDD IR max: 0.02029 mV
Worst Path Buf+Inv: 3
Total power: 82.04 uW
Resized Gates After CTS: 0
Post-synth top area cell: ha_1
Mapped Avg Cell Area: 6.382 um2
Remaining DRCs: 0
Required @ worst endpoint: 5.28 ns
Tool Warnings: 40
Worst Setup Start Kind: input pin
CP endpoint kind: primary output
Area grow syn2layout: 42.31%
Die area: 0.009216 mm2
Layout cells sized above 1: 1.829%
Fin crit period: 5.254 ns
CTS Hold Bufs: 0
Post-DP HPWL: 2.273 mm
Worst path cell trace: clkdlybuf4s50_1, fa_1, inv_1, fa_1, o21bai_1, a21oi_1, o21ai_0, mux2i_1, o21ai_0, clkdlybuf4s50_1
==> where the power goes <==
part / internal [mW] / total, mW / switching [mW]
combinational: 0.0431 / 0.0820 / 0.0389
clock: 0 / 0 / 0
sequential: 0 / 0 / 0
total: 0.0431 / 0.0820 / 0.0389
==> area by class of cell <==
cell class	count	area, um2	share of cell area [%]
Multi-Input combinational cell	112	777.0	61.55
Inverter	20	75.07	5.946
Timing Repair Buffer	32	320.3	25.37
Tap cell	72	90.09	7.136
==> cells by family (layout without fill, tap and decap cells) <==
group	Yosys count	after routing	share of synthesized area (%)
simple gates	40	40	20.03
mux	5	5	5.642
buf+inv	27	52	12.41
fa+ha+maj	18	18	27.08
compound gates	49	49	34.84
==> cells in the mapped netlist (2+ instances only) <==
cell and count:
nand2_1 17, a211oi_2 2, ha_1 16, mux2i_1 5, clkbuf_1 2, nor2b_1 2, nor2_1 13, o22ai_1 2
a31oi_1 2, buf_4 2, buf_1 2, fa_1 2, nand2b_1 2, inv_1 20, o21ai_0 10, nand3_1 2
a21oi_1 20
==> through the flow <==
step	utilization (%)	area [um2]	setup slack, ns	cells
floorplan	-	887.1	2.617	139
global placement	22.79	1262	1.312	236
detailed placement	22.79	1262	1.295	236
CTS	22.79	1262	1.283	236
global route	22.79	1262	1.049	236
finish	22.79	1262	1.346	236
==> final timing paths <==
check                   start  endpoint  slack, ns  cells past startpoint
worst min-delay path  A_in[2]  C_out[1]       3.61                      4
worst max-delay path  A_in[0]  C_out[6]       1.35                     10
==> per-layer routing <==
layer  part of all wire [%]  GRT usage, %  up-vias  routed length (um)
met2                     41         9.137       24                1112
li1                       -             -      536                   -
met1                     51         8.708      408                1389
met4                      0             0        0                   0
met5                      0             0        -                   0
met3                    8.5         1.415        0                 232
Power is estimated from default activity; no workload was simulated.
